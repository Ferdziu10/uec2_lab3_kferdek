--- flow/design.v ---
interface vga_if;
    logic [10:0] vcount;
    logic [10:0] hcount;
    logic vblnk;
    logic hblnk;
    logic vsync;
    logic hsync;
    logic [11:0] rgb;
    modport in (
        input vcount, hcount, vblnk, hblnk, vsync, hsync, rgb
    );
    modport out (
        output vcount, hcount, vblnk, hblnk, vsync, hsync, rgb
    );
endinterface
`timescale 1 ns / 1 ps
module mouse_to40 (
    input  logic [11:0] xpos_in,
    input  logic [11:0] ypos_in,
    input  logic clk,
    input  logic rst,
    output logic [11:0] xpos_out,
    output logic [11:0] ypos_out
);
always_ff @(posedge clk) begin 
    if (rst) begin
        xpos_out <= '0;
        ypos_out <= '0;
    end else begin 
        xpos_out <= xpos_in;
        ypos_out <= ypos_in;
    end
end
endmodule
--- flow/run.sh ---
#!/bin/bash
# OpenROAD 26Q1-2900-gdf79404cd8, Yosys 0.63+post, stock flow scripts
make -C /OpenROAD-flow-scripts/flow DESIGN_CONFIG=/design/flow/config.mk WORK_HOME=/design/flow/orfs finish
--- flow/config.mk ---
export PLATFORM = sky130hd
export DESIGN_NAME = mouse_to40
export DESIGN_NICKNAME = mouse_to40
export VERILOG_FILES = /design/flow/design.v
export SDC_FILE = /design/flow/constraint.sdc
export NUM_CORES = 4
export LEC_CHECK = 1
export CORE_AREA = 10 10 90 90
export DIE_AREA = 0 0 100 100
--- flow/constraint.sdc ---
current_design mouse_to40

set clk_period 1.0
set clk_io_pct 0.2

create_clock -name clk0 -period $clk_period [get_ports {clk}]

set non_clock_inputs [all_inputs -no_clocks]
set_input_delay [expr $clk_period * $clk_io_pct] -clock clk0 $non_clock_inputs
set_output_delay [expr $clk_period * $clk_io_pct] -clock clk0 [all_outputs]
==> impl_metrics.json <==
{
  "yosys.cell_types.count": 5,
  "syn_area_um2": 693,
  "place.gp.congestion": 0.616,
  "endpoint": "ypos_out[4]",
  "fin_area_um2": 1340,
  "p_sw_mw": 0.375,
  "grt_pass1_vias": 531,
  "lay_top_count": "clkdlybuf4s50_1",
  "crit_fanout": 1,
  "synth_top_cell_by_area": "dfxtp_1",
  "drtIter0Drc": 5,
  "grt_antenna_before_repair": 0,
  "slew_viol_final": 0,
  "netlist_logic_family_top": "simple AND/OR/NAND/NOR gates",
  "postPlaceCellArea_um2": 1320,
  "ys_seq_share": 0.693,
  "grt_start_max_net_pins": 14,
  "relSlewSlack": 0.928,
  "grt_overflow_total": 0,
  "yosysWarnings": 1,
  "powerDensity_nw_per_um2": 1430,
  "p_leak_nw": 0.545,
  "p_comb_frac": 0.126,
  "required_ps": 800,
  "io_pins": 50,
  "compound_area_frac": 0,
  "synth.top_cell.area_share": 0.693,
  "synthToLayoutAreaGrowth_pct": 93.5,
  "fin_util": 0.214,
  "wl_per_cell_um": 11.3,
  "die_w_um": 100,
  "h-tree-depth": 1,
  "ant_nets": 0,
  "dieArea_um2": 10000,
  "num_antenna_cells": 0,
  "p_int_mw": 1.55,
  "peakVddDrop_uv": 458,
  "crit_chain": "clkdlybuf4s15_1",
  "cp-start-kind": "register",
  "min_from": "xpos_in[10]",
  "hold_viol": 0,
  "swShare": 0.195,
  "ys_chip_area_um2": 693,
  "numPortBuffers": 49,
  "dp_slack_ps": -134,
  "clockRootBuffer": "clkbuf_8",
  "finalCritPeriodShare": 0.950,
  "clkSinkCount": 24,
  "pwr-share-seq": 0.530,
  "hpwl_mm": 1.72,
  "vias_per_cell": 2.76,
  "tightest_slew_ps": 107,
  "num_rows": 29,
  "setup-tns-final_ps": 0,
  "grt_usage": 0.0370,
  "fp_util": 0.110,
  "mostFrequentLayoutCells": "25 x clkdlybuf4s50_1, 17 x dfxtp_1, 16 x clkdlybuf4s15_1",
  "cts_buffers": 3,
  "crit_start": "ypos_out[4]",
  "rsz0062_at_grt": "false",
  "cp_num_cells": 1,
  "grt_pass1_wl_mm": 2.95,
  "path_class": "reg2out",
  "fin_ws_ps": 50.1,
  "synth_area_per_cell_um2": 13.9,
  "cts_buffer_depth": 2,
  "fp.coreArea_um2": 6280,
  "drt-total-wl_mm": 2.04,
  "cp_slowest_cell": "dfxtp_2",
  "xor_share": 0,
  "num_vias": 500,
  "cp_top_family": "flip-flops",
  "adder_share": 0,
  "power.share.clock": 0.344,
  "clk_pin_slew_worst_paths_ps": 90,
  "area_leaders": "dfxtp_1 69%, nor2b_2 18%, nor2b_1 5.4%",
  "hold_buffers": 0,
  "hold_class": "in2reg",
  "status": "complete, no violations",
  "synth.cellmix.simpleShare": 0.274,
  "cts_tree": "yes",
  "synthCells": 50,
  "worst_path_largest_cell_delay_ps": 320,
  "synth_flops": 24,
  "cp_num_buf_inv": 1,
  "endpoint_kind": "output port",
  "maxClockFrequency_mhz": 1050,
  "drtPass1Iterations": 3,
  "ys_cells": 50,
  "finalCriticalPeriod_ps": 950,
  "drc": 0,
  "arrival_ps": 750,
  "warning_count": 25,
  "finalSetupViolations": 0,
  "drive_gt1_frac": 0.346,
  "mux_share": 0,
  "die_h_um": 100,
  "max-cap-violations": 0,
  "post-place-cells": 177,
  "instances_no_fill": 181
}
[per-layer routing]
metal,vias to the layer above,global-route usage,routed length [um]
met5,-,0,0
met4,0,0.0109,43
met3,2,0.0139,208
met2,22,0.0612,997
met1,221,0.0439,795
li1,255,-,-
[flip-flops by register name, summed over array words and instances (netlist names)]
| register | cells |
|---|---|
| xpos_out | 12 |
| ypos_out | 12 |
[worst min-delay path by stage]
stage	slack (ps)	end	cells after the start
finish	470	xpos_out[10]	2
global route	460	xpos_out[10]	2
CTS	460	xpos_out[10]	2
[cell type report]
class	count	area, um2
Sequential cell	24	489
Timing Repair Buffer	52	510
Fill cell	676	4940
Tap cell	77	96.3
Multi-Input combinational cell	24	190
Clock buffer	4	55.1
[cell families after synthesis]
kind of cell	count (synthesis)
buffers and inverters	2
DFF	24
and+or+nand+nor	24
[what timing repair did]
action | CTS | global route
buffers inserted | 0 | 0
setup endpoints to repair | 24 | 12
pin swaps | 0 | 0
resized | 49 | 15
gates cloned | 0 | 0
[through the flow]
stage / hold slack (ps) / total power [mW]
floorplan: 325 / 1.09
global placement: 761 / 1.32
detailed placement: 762 / 1.32
CTS: 464 / 1.99
global route: 465 / 2.04
finish: 470 / 1.92
[power groups by stage]
stage	Combinational (mW)	Sequential [mW]	Clock [mW]
final	0.242	1.02	0.662
after global routing	0.264	1.03	0.747
after CTS	0.258	1.02	0.712
[synth_stat cells, drive strengths merged]
cell   count
buf        2
dfxtp     24
and2b      4
nor2b     20
No activity file was given, so power comes from the tool's default toggle rates.
